<file path="/design/flow/run.sh">
#!/bin/bash
# OpenROAD 26Q1-2900-gdf79404cd8, Yosys 0.63+post, stock flow scripts
make -C /OpenROAD-flow-scripts/flow DESIGN_CONFIG=/design/flow/config.mk WORK_HOME=/design/flow/orfs finish
</file>
<file path="/design/flow/config.mk">
export PLATFORM = sky130hd
export DESIGN_NAME = cache
export DESIGN_NICKNAME = cache
export VERILOG_FILES = /design/flow/design.v
export SDC_FILE = /design/flow/constraint.sdc
export NUM_CORES = 4
export LEC_CHECK = 1
export CORE_UTILIZATION = 40
</file>
<file path="/design/flow/constraint.sdc">
current_design cache

set clk_period 43.8
set clk_io_pct 0.2

create_clock -name clk0 -period $clk_period [get_ports {clk}]

set non_clock_inputs [all_inputs -no_clocks]
set_input_delay [expr $clk_period * $clk_io_pct] -clock clk0 $non_clock_inputs
set_output_delay [expr $clk_period * $clk_io_pct] -clock clk0 [all_outputs]
</file>
<file path="/design/flow/design.v">
module cache(
    clk,
    proc_reset,
    proc_read,
    proc_write,
    proc_addr,
    proc_rdata,
    proc_wdata,
    proc_stall,
    mem_read,
    mem_write,
    mem_addr,
    mem_rdata,
    mem_wdata,
    mem_ready
);
    input          clk;
    input          proc_reset;
    input          proc_read, proc_write;
    input   [29:0] proc_addr;   
    input   [31:0] proc_wdata;
    output         proc_stall;
    output reg [31:0] proc_rdata;
    input  [127:0] mem_rdata;
    input          mem_ready;
    output         mem_read, mem_write;
    output  [27:0] mem_addr;
    output [127:0] mem_wdata;
    reg [127:0] block [0:7];
    reg valid [0:7];
    reg dirty [0:7];
    reg [24:0] tag [0:7];
    wire [24:0] tag_t;
    wire [2:0] index;  
    wire [1:0] offset;  
    reg [2:0] state, nxt_state;
    wire hit;
    localparam IDLE = 3'b000, CHECK = 3'b001, READ = 3'b010, WRITE = 3'b011, UPDATE = 3'b100;
    always @(*) begin
        case(state)
            IDLE:    nxt_state = (proc_read || proc_write) ? CHECK : IDLE;
            CHECK:   nxt_state = (hit) ? IDLE : 
                                 (valid[index] && dirty[index]) ? WRITE : READ;
            READ:    nxt_state = (mem_ready) ? (proc_read ? UPDATE : IDLE) : READ;
            WRITE:   nxt_state = (mem_ready) ? READ : WRITE;
            UPDATE:  nxt_state = IDLE;
            default: nxt_state = state;
        endcase
    end
    always@( posedge clk ) begin
        if( proc_reset ) begin
            state <= IDLE;
        end
        else begin 
            state <= nxt_state;
        end
    end
    assign tag_t = proc_addr[29:5];
    assign index = proc_addr[4:2];   
    assign offset = proc_addr[1:0];  
    assign hit = valid[index] && (tag[index] == tag_t);
    assign proc_stall = (nxt_state != IDLE);
    assign mem_read = (state == READ);
    assign mem_write = (state == WRITE);
    assign mem_addr = (state == WRITE) ? {tag[index], index} : proc_addr[29:2];
    assign mem_wdata = block[index];
    integer i;
    always@( posedge clk ) begin
        if( proc_reset ) begin
            for (i = 0; i < 8; i = i+1 ) begin
                valid[i] <= 1'b0;
            end
        end
        else if (state == READ && mem_ready) begin 
            valid[index] <= 1'b1;
        end 
    end
    always@( posedge clk ) begin
        if( proc_reset ) begin
            for (i = 0; i < 8; i = i+1 ) begin
                dirty[i] <= 1'b0;
            end
        end
        else if (proc_write) begin
            if (state == IDLE && hit) dirty[index] <= 1'b1;
            else if (state == READ && mem_ready) dirty[index] <= 1'b1;
        end
        else if (state == WRITE && mem_ready) dirty[index] <= 1'b0;
    end
    always@( posedge clk ) begin
        if( proc_reset ) begin
            for (i = 0; i < 8; i = i+1 ) begin
                tag[i] <= 25'd0;
            end
        end
        else if (state == READ && mem_ready) tag[index] <= tag_t;
    end
    always@( posedge clk ) begin
        if( proc_reset ) begin
            for (i = 0; i < 8; i = i+1 ) begin
                block[i] <= 128'd0;
            end
        end
        else if (proc_write && (state == IDLE) && hit) begin
            case (offset) // synopsys parallel_case
                2'b00: block[index][31:0] <= proc_wdata;
                2'b01: block[index][63:32] <= proc_wdata;
                2'b10: block[index][95:64] <= proc_wdata;
                2'b11: block[index][127:96] <= proc_wdata;
            endcase            
        end
        else if (state == READ && mem_ready) begin
            case (offset) // synopsys parallel_case
                2'b00: block[index] <= {mem_rdata[127:32], proc_wdata};
                2'b01: block[index] <= {mem_rdata[127:64], proc_wdata, mem_rdata[31:0]};
                2'b10: block[index] <= {mem_rdata[127:96], proc_wdata, mem_rdata[63:0]};
                2'b11: block[index] <= {proc_wdata, mem_rdata[95:0]};
            endcase
        end
    end
    always@( posedge clk ) begin
        if( proc_reset ) begin
            proc_rdata <= 32'd0;
        end 
        else if (proc_read && (state == IDLE) && hit) begin
            case (offset) // synopsys parallel_case
                2'b00: proc_rdata <= block[index][31:0];
                2'b01: proc_rdata <= block[index][63:32];
                2'b10: proc_rdata <= block[index][95:64];
                2'b11: proc_rdata <= block[index][127:96];
            endcase
        end
        else if (state == READ && mem_ready && proc_read) begin
            case (offset) // synopsys parallel_case
                2'b00: proc_rdata <= mem_rdata[31:0];
                2'b01: proc_rdata <= mem_rdata[63:32];
                2'b10: proc_rdata <= mem_rdata[95:64];
                2'b11: proc_rdata <= mem_rdata[127:96];
            endcase
        end
    end
endmodule
</file>
==> run notes <==
The longest clock path from root to sink contains 3 buffers. For the synthesized instance count, the log shows 4632. The clock root buffer was sky130_fd_sc_hd__clkbuf_16.

The tools report the critical path launch point type as an input pin. Total global-route track usage over all layers is 36.7%. From the final report, the count of setup violators was given as 0. The element type at the critical path end is an output pin. The largest single stage delay on the critical path is 670 ps. With the mux cell area share after synthesis at 5.53%, the post-synthesis instance area is 61300 sq um.

Per the final layout report, the fraction of cells sized above drive strength 1 comes to 13.9%. RePlAce ended its routability-driven mode at a weighted congestion of 1.03. Clock transition time at the flip-flop clock pins of the worst setup and hold paths: 60 ps. In this run the layout overhead on the synthesized area is reported as 17.1%. The multi-input combinational cells in the finished layout cover a total of 21700 sq um. Classification of the worst setup path: input pin to output pin. According to the hold report, the worst path is of the flip-flop to flip-flop type. Kind of cell adding the most delay to the critical path: buffers and inverters.

The fill cell total of the finished layout is 13100. The tools report the number of H-tree levels as 4. The run finished with clean final reports.

In the routed design, unresolved DRC markers number 0. Setup repair after global routing left no endpoint under its margin. The transition time at the pin with the least slew margin was 1000 ps; the average vias per placed instance was 6.87. Yosys reports a chip area of 61300 sq um. Counting flops with an async set or reset pin after synthesis yields a share of 0%. For the setup total negative slack, the log shows 0 ps. Static timing analysis puts the maximum clock frequency at 0.0449 GHz. After synthesis, the largest family of logic cells by area is AND-OR/OR-AND gates. The core utilization before placement was 40.3%; the total power per unit cell area was 40.1 nW/um^2. With the clock latency on the worst-skew pair at 810 ps, the horizontal die dimension is 394 um.

The floorplan step defined a core boundary enclosing 152000 sq um. The number of global-route vias before repair was 46700; the number of gates resized after cts was 0. The leakage power in the latest report is 22.3 nW. The slowest stage of the critical path belongs to the cell sky130_fd_sc_hd__buf_4. For the pin count of the biggest net entering global routing, the log shows 159. Per the synth stats, the flop cell with the highest instance count is sky130_fd_sc_hd__edfxtp_1. Buffers inserted to repair hold after CTS numbered 0.

Counting flops with a built-in enable in the synthesized netlist gives 1232. The run gives 143 as the number of placement rows. Summing over the stages, the warning tally comes to 30. Max-slew check failures listed in the final report amount to 0. Post-CTS timing repair inserted 0 buffers for setup. Recorded from the global router log, the overflow total was 0. The peak supply drop was 0.0412 mV. Counting endpoints that fail hold in the final report gives 0. Per the TritonCTS log, the buffer count is 143. The run gives 1279 for the number of synthesized register bits.

The maximum fanout encountered on the critical timing path was 38; the worst slew margin relative to its limit was 32.8%. The HPWL after detailed placement is 168000 um. The average wire per standard cell is 38.5 um. The worst endpoint required time was 35040 ps; the critical path arrival was 13510 ps. The critical path contains buffers and inverters numbering 5 combined. The area share of xor/xnor cells in the synthesized design was 0.100%; the share of the yosys chip area belonging to registers was 61.8%. The post-synthesis average cell area works out to 13.2 sq um. The die extent in y was 394 um; the total iterations of the first detailed-routing run was 6. Summing internal, switching and leakage power gives 2.88 mW. Summing the areas of all fa, ha and maj instances in the mapped netlist gives 0% of the synthesized area.

Pin placement for this block handled 386 I/O pins. Of the available clock period, the critical path in the final layout requires 50.8%. The routed layout has 47700 vias. The initial DRC count was 4212; the initial antenna violation count was 36.

Per the run summary, max-cap violations total 0. Registers take 37900 sq um. After layout, the minimum clock period comes to 22270 ps. Per the OpenROAD floorplan log, the area of the die is 155000 sq um. The run gives 22.3% for the post-synthesis share of cell area spent on and-or and or-and gates. The tools report the clock sink total as 1279. TritonCTS built the clock tree.

The first global-routing pass estimated 370000 um of wire. Counting distinct cell types in the post-synthesis netlist gives 62. Final antenna-violating net count: 0.

Clock skew on the completed layout was measured at 48.9 ps. After Yosys synthesis, and, or, nand and nor cells account for 6.39% of the synthesized area. Traced cell by cell, the critical path runs through clkdlybuf4s50_1 > buf_4 > nor2b_1 > and2_4 > buf_4 > buf_4 > a22oi_1 > nand4_1 > clkdlybuf4s50_1. During placement, the flow inserted port buffers numbering 385. The routed wire length was 267000 um. Cell seen most often among critical-path stages: sky130_fd_sc_hd__buf_4.

In the Yosys report the total cell count is 4632. Warnings reported by Yosys during synthesis add up to 2.
==> synthesized netlist by cell type, types with 3 or more instances <==
library cell | count | share of area, %
sky130_fd_sc_hd__nand2_1 | 64 | 0.39
sky130_fd_sc_hd__nor4_1 | 4 | 0.041
sky130_fd_sc_hd__and2_1 | 5 | 0.051
sky130_fd_sc_hd__nand4_1 | 140 | 1.4
sky130_fd_sc_hd__and3_1 | 140 | 1.4
sky130_fd_sc_hd__a211oi_1 | 1025 | 13
sky130_fd_sc_hd__nor2b_1 | 7 | 0.071
sky130_fd_sc_hd__clkbuf_1 | 339 | 2.1
sky130_fd_sc_hd__a21oi_1 | 13 | 0.11
sky130_fd_sc_hd__buf_6 | 11 | 0.20
sky130_fd_sc_hd__mux2i_1 | 60 | 0.98
sky130_fd_sc_hd__o21a_1 | 10 | 0.12
sky130_fd_sc_hd__buf_1 | 50 | 0.31
sky130_fd_sc_hd__inv_1 | 9 | 0.055
sky130_fd_sc_hd__a22o_1 | 13 | 0.19
sky130_fd_sc_hd__a21o_1 | 9 | 0.11
sky130_fd_sc_hd__a22oi_1 | 516 | 6.3
sky130_fd_sc_hd__o21ai_0 | 46 | 0.38
sky130_fd_sc_hd__nor2_1 | 125 | 0.76
sky130_fd_sc_hd__o21ai_4 | 20 | 0.53
sky130_fd_sc_hd__buf_4 | 16 | 0.20
sky130_fd_sc_hd__edfxtp_1 | 1232 | 60
sky130_fd_sc_hd__nand3_1 | 135 | 1.1
sky130_fd_sc_hd__xor2_1 | 4 | 0.057
sky130_fd_sc_hd__nand2b_1 | 8 | 0.082
sky130_fd_sc_hd__mux4_2 | 76 | 2.8
sky130_fd_sc_hd__o21ai_1 | 64 | 0.52
sky130_fd_sc_hd__o21ai_2 | 72 | 1.0
sky130_fd_sc_hd__mux2_1 | 12 | 0.22
sky130_fd_sc_hd__or3_1 | 13 | 0.13
sky130_fd_sc_hd__xnor2_1 | 3 | 0.043
sky130_fd_sc_hd__buf_2 | 117 | 0.95
sky130_fd_sc_hd__mux2_2 | 82 | 1.5
sky130_fd_sc_hd__o22ai_1 | 29 | 0.30
sky130_fd_sc_hd__clkinv_1 | 3 | 0.018
sky130_fd_sc_hd__dfxtp_1 | 47 | 1.5
sky130_fd_sc_hd__nor3_1 | 80 | 0.65
==> cell families (layout without fill, tap and decap cells) <==
| group | after synthesis | after routing |
|---|---|---|
| mux | 231 | 231 |
| xor+xnor | 7 | 7 |
| flops | 1279 | 1279 |
| buf+inv | 547 | 815 |
| simple gates | 738 | 738 |
| other cells | 0 | 18 |
| compound gates | 1830 | 1830 |
==> registers in the layout (all words and copies together) (netlist names), named ones only <==
register / count
dirty: 8
block: 1024
valid: 8
tag: 200
state: 5
proc_rdata: 32
==> worst register-to-register path, stage by stage (launching register included) <==
cell and delay (ps):
sky130_fd_sc_hd__edfxtp_1 350, sky130_fd_sc_hd__mux4_2 460, sky130_fd_sc_hd__mux2i_1 240, sky130_fd_sc_hd__xor2_1 500
sky130_fd_sc_hd__nand3_1 170, sky130_fd_sc_hd__nor4_2 550, sky130_fd_sc_hd__and4_4 630, sky130_fd_sc_hd__mux2i_4 320
sky130_fd_sc_hd__buf_4 500, sky130_fd_sc_hd__buf_4 770, sky130_fd_sc_hd__buf_4 740, sky130_fd_sc_hd__buf_4 810
sky130_fd_sc_hd__a211oi_1 210
==> final timing paths <==
kind	end	from	slack (ps)	depth (start not counted)
min	valid[3]$_DFF_P_	valid[3]$_DFF_P_	460	1
min reg2reg	valid[3]$_DFF_P_	valid[3]$_DFF_P_	460	1
max reg2reg	block[4][64]$_SDFFCE_PN0P_	tag[7][23]$_SDFFCE_PN0P_	37250	12
max	mem_wdata[10]	proc_addr[3]	21530	9
==> final cells by class <==
class	instances	area share, %
diodes	18	0.0627
clock buffers	190	5.36
clock inverters	67	0.896
inverters	14	0.0801
multi-input cells	2806	30.2
flip-flops and latches	1279	52.8
well taps	2030	3.54
repair buffers	544	7.05
==> per-stage QoR <==
| step | worst slack, ps | instance area (sq um) | hold WS (ps) | util, % | instances |
|---|---|---|---|---|---|
| after floorplan | 24110 | 61300 | 421 | - | 4632 |
| after global placement | 21780 | 67300 | 444 | 44.2 | 6673 |
| after detailed placement | 21710 | 67300 | 447 | 44.2 | 6673 |
| after CTS | 21720 | 71800 | 461 | 47.2 | 6930 |
| after global routing | 21460 | 71800 | 487 | 47.2 | 6937 |
| final | 21530 | 71800 | 460 | 47.2 | 6948 |
==> report_power, final <==
part           internal (mW)  switching [mW]
sequential              1.38          0.0115
combinational         0.0882           0.232
clock                  0.659           0.510
==> cell usage in the layout, fill, tap and decap left out, drive strengths merged, types with 64 or more instances in the layout <==
master	n
mux4	76
a22oi	516
clkdlybuf4s50	380
nand3	135
clkbuf	190
buf	164
a211oi	1025
mux2	94
o21ai	202
nand2	64
nor3	81
nand4	140
and3	140
edfxtp	1232
nor2	125
==> per-layer routing <==
metal / vias to the layer above / part of all wire (%) / GRT usage [%]
met5: - / 0.94 / 10.4
met4: 87 / 6.5 / 18.6
met3: 741 / 19 / 28.7
met2: 3795 / 42 / 48.1
met1: 23200 / 32 / 42.9
li1: 19800 / - / -
Power and IR drop assume default switching activity.
