`./run.sh`:
```
#!/bin/bash
# OpenROAD 26Q1-2900-gdf79404cd8, Yosys 0.63+post, stock flow scripts
make -C /OpenROAD-flow-scripts/flow DESIGN_CONFIG=/design/flow/config.mk WORK_HOME=/design/flow/orfs finish
```
`./config.mk`:
```
export PLATFORM = sky130hd
export DESIGN_NAME = core
export DESIGN_NICKNAME = core
export VERILOG_FILES = /design/flow/design.v
export SDC_FILE = /design/flow/constraint.sdc
export NUM_CORES = 4
export LEC_CHECK = 1
export CORE_UTILIZATION = 30
```
`./constraint.sdc`:
```
current_design core

set clk_period 20.5
set clk_io_pct 0.2

create_clock -name clk0 -period $clk_period [get_ports {clk}]

set non_clock_inputs [all_inputs -no_clocks]
set_input_delay [expr $clk_period * $clk_io_pct] -clock clk0 $non_clock_inputs
set_output_delay [expr $clk_period * $clk_io_pct] -clock clk0 [all_outputs]
```
`./design.v`:
```
module core(clk,
            rst_n,
            mem_wen_D,
            mem_addr_D,
            mem_wdata_D,
            mem_rdata_D,
            mem_addr_I,
            mem_rdata_I
    );
    input         clk, rst_n ;
    output        mem_wen_D  ;   
    output [31:0] mem_addr_D ;   
    output [31:0] mem_wdata_D;   
    input  [31:0] mem_rdata_D;   
    output reg [31:0] mem_addr_I ;   
    input  [31:0] mem_rdata_I;   
    wire [31:0] instruction;
    wire Jalr, Jal, Branch, MemtoReg;
    wire [1:0] ALUOp;
    wire MemWrite, ALUSrc, RegWrite;
    wire [4:0] opcode;
    reg [4:0] rd, rs1, rs2;
    wire [31:0] rs1_data, rs2_data, rd_data;
    reg [31:0] imm, b;
    wire Zero;
    wire [31:0] ALU_result, Sum;
    wire [2:0] funct3;
    reg [2:0] ALU_control;
    wire [31:0] PC_nxt;
    Control control(
            .opcode(opcode),
            .MemtoReg(MemtoReg),  
            .ALUOp(ALUOp),
            .MemWrite(MemWrite),
            .ALUSrc(ALUSrc),
            .RegWrite(RegWrite)
            );
    Register register(
            .clk(clk),
            .rst_n(rst_n),
            .wen(RegWrite),
            .rs1(rs1),
            .rs2(rs2),
            .rd(rd),
            .rs1_data(rs1_data),
            .rs2_data(rs2_data),
            .rd_data(rd_data)  
            );
    ALU alu(
            .a(rs1_data),
            .b(b),
            .ALU_control(ALU_control),
            .Zero(Zero),
            .ALU_result(ALU_result)
            );
    assign instruction = {mem_rdata_I[7:0], mem_rdata_I[15:8], mem_rdata_I[23:16], mem_rdata_I[31:24]};
    assign opcode = instruction[6:2];
    always @(*) begin
        rd = instruction[11:7];
        rs1 = instruction[19:15];
        rs2 = instruction[24:20];
    end
    assign funct3 = instruction[14:12];
    assign rd_data = (MemtoReg) ? {mem_rdata_D[7:0], mem_rdata_D[15:8], mem_rdata_D[23:16], mem_rdata_D[31:24]} : 
                     (Jal || Jalr) ? mem_addr_I + 32'd4 :
                      ALU_result;
    always @(*) begin
        case(opcode)
            5'b00000: imm = {{20{instruction[31]}}, instruction[31:20]};  
            5'b11001: imm = {{20{instruction[31]}}, instruction[31:20]};  
            5'b01000: imm = {{20{instruction[31]}}, instruction[31:25], instruction[11:7]};  
            5'b11000: imm = {{20{instruction[31]}}, instruction[7], instruction[30:25], instruction[11:8], 1'b0};  
            5'b11011: imm = {{12{instruction[31]}}, instruction[19:12], instruction[20], instruction[30:21], 1'b0};  
            default: imm = 32'd0;  
        endcase
    end
    always @(*) begin
        b = (ALUSrc) ? imm : rs2_data;
    end
    always @(*) begin
        case(ALUOp)
            2'b00: ALU_control = 3'b000;  
            2'b01: ALU_control = 3'b001;  
            2'b10: begin  
                case({instruction[30], funct3}) // synopsys parallel_case
                    4'b0000: ALU_control = 3'b000;  
                    4'b1000: ALU_control = 3'b001;  
                    4'b0111: ALU_control = 3'b010;  
                    4'b0110: ALU_control = 3'b011;  
                    4'b0010: ALU_control = 3'b100;  
                    default: ALU_control = 3'b000;  
                endcase
            end
            default: ALU_control = 3'b000; 
        endcase
    end
    assign mem_wen_D = MemWrite;
    assign mem_addr_D = ALU_result;
    assign mem_wdata_D = {rs2_data[7:0], rs2_data[15:8], rs2_data[23:16], rs2_data[31:24]};
    assign Sum = mem_addr_I + imm;
    assign Branch = (opcode == 5'b11000) && Zero ? 1'b1 : 1'b0;
    assign Jal = (opcode[4:1] == 4'b1101) ? 1'b1 : 1'b0;
    assign Jalr = (opcode == 5'b11001) ? 1'b1 : 1'b0;
    assign PC_nxt = (Branch || Jal) ?  Sum :
                    Jalr ?  (rs1_data + imm) & ~32'd1:
                    mem_addr_I + 32'd4;
    always @(posedge clk or negedge rst_n ) begin
        if (!rst_n) begin
            mem_addr_I <= 32'd0;
        end
        else begin
            mem_addr_I <= PC_nxt;
        end
    end
endmodule
module Control (
        opcode,
        MemtoReg,  
        ALUOp,
        MemWrite,
        ALUSrc,
        RegWrite
    );
    input [4:0] opcode;
    output reg MemtoReg;
    output reg [1:0] ALUOp;
    output reg MemWrite;
    output reg ALUSrc;
    output reg RegWrite;
    always @(*) begin  
        MemtoReg = (opcode[3] != 1'b0) ? 1'b0 : 1'b1;
    end
    always @(*) begin 
        case({opcode[4], opcode[2], opcode[0]}) // synopsys parallel_case
            3'b000, 3'b101: ALUOp = 2'b00;  
            3'b100: ALUOp = 2'b01;  
            3'b010: ALUOp = 2'b10;  
            default: ALUOp = 2'b00;
        endcase
    end   
    always @(*) begin  
        MemWrite = (opcode[4:2] != 3'b010) ? 1'b0 : 1'b1;
    end 
    always @(*) begin 
        case({opcode[4], opcode[2], opcode[0]}) // synopsys parallel_case
            3'b010, 3'b100: ALUSrc = 1'b0;  
            3'b000, 3'b101: ALUSrc = 1'b1;  
            default: ALUSrc = 1'b0;
        endcase
    end
        always @(*) begin 
        case({opcode[3:2], opcode[0]}) // synopsys parallel_case
            3'b100: RegWrite = 1'b0;  
            3'b110, 3'b000, 3'b101: RegWrite = 1'b1;  
            default: RegWrite = 1'b0;
        endcase
    end
endmodule
module Register(
        clk,
        rst_n,
        wen,
        rd_data,
        rs1,
        rs2,
        rd,
        rs1_data,
        rs2_data
    );
    input clk, rst_n, wen;
    input [31:0] rd_data;
    input [4:0] rs1, rs2, rd;
    output [31:0] rs1_data, rs2_data;
    reg [31:0] registers [0:31];
    assign rs1_data = (rs1 != 0) ? registers[rs1] : 32'd0;
    assign rs2_data = (rs2 != 0) ? registers[rs2] : 32'd0;
    integer i;
    always @(posedge clk or negedge rst_n) begin
        if (!rst_n) begin
            for (i = 0; i <32; i = i+1 ) begin
                registers[i] <= 32'd0;
            end
        end
        else if (wen && (rd != 0)) begin
            registers[rd] <= rd_data;
        end 
    end
endmodule
module ALU(
        a,
        b,
        ALU_control,
        Zero,
        ALU_result
        );
    input [31:0] a,b;
    input [2:0] ALU_control;
    output Zero;
    output reg [31:0] ALU_result;
    always @(*) begin
        case(ALU_control) // synopsys parallel_case
            3'b000: ALU_result = a + b;
            3'b001: ALU_result = a - b;
            3'b010: ALU_result = a & b;
            3'b011: ALU_result = a | b;
            3'b100: ALU_result = ($signed(a) < $signed(b)) ? 32'd1 : 32'd0;
            default: ALU_result = 32'd0;
        endcase
    end
    assign Zero = (a == b) ? 1'b1 : 1'b0;
endmodule
```
==> results_slide.txt <==
Run Summary

Timing
  • Final Setup Violations: 0
  • Achievable clock frequency: 0.0601 GHz
  • Fin crit share: 81.2%
  • Max_slew headroom: 30.0%
  • Slew Viols, Final: 0
  • Hold WS: 505 ps
  • Final hold viol count: 0
  • Final WS setup: 3850 ps
  • Worst Tran Pin Value: 1050 ps
  • Minimum clock period: 16650 ps
  • RSZ-0062 raised after global routing: false
  • Setup TNS: 0 ps
  • Setup Skew: 55.4 ps

Detailed routing
  • TritonRoute pass-1 iters: 7
  • Vias: 59442
  • Via-to-Cell Ratio: 6.44
  • First-iteration detailed-routing DRC count: 7202
  • Detail Route Antenna Nets: 0
  • DR WL/cell: 33.4 um
  • DRC errors left: 0
  • DRT Wirelength: 309000 um

CTS
  • CTS max path bufs: 3
  • Worst skew pair latency: 780 ps
  • H-tree levels: 3
  • CTS Buf Count: 114
  • Post-CTS Setup Inserts: 0
  • Resize count post-CTS: 0
  • CTS tree: yes
  • Cts hold-fix bufs: 0
  • Clock sink count: 1024
  • Worst-path clk slew: 60 ps
  • CTS root buffer: clkbuf_16

Place
  • GP Congestion: 1.04
  • Hpwl dp: 191000 um
  • Number of port buffers: 160
  • Setup WS pre-CTS: 4270 ps
  • Post-Place Cells: 8998

Yosys
  • Yosys reg bits: 1024
  • Fraction of synthesized cell area in xor and xnor cells: 1.65%
  • Syn Inst Count: 6659
  • Synth Seq Share: 44.3%
  • Asr flop ratio synth: 100%
  • Cell Type Count: 99
  • EDFF count, synth: 0
  • Yosys cell count: 6659
  • YS chip area: 57800 um2
  • Max-area cell share: 44.3%
  • Count leader, synth: dfrtp_1
  • Main synth FF type: dfrtp_1
  • Simple-Gate Area Share: 16.2%
  • Synthesized area: 57800 um2
  • Synthesis Warnings: 6
  • Area leader, netlist: dfrtp_1
  • Aoi share: 28.1%
  • Main logic family after synthesis: AND-OR/OR-AND gates
  • Biggest area cells: dfrtp_1 (44%), a22oi_1 (7.0%), o21ai_0 (6.9%), nand2_1 (6.5%), a21oi_1 (3.6%)
  • Post-synth mux share: 1.36%
  • Syn Area/Cell: 8.68 um2
  • Adder-Cell Fraction of Synth Area: 3.64%
  • Post-synth top cells: dfrtp_1 (1024), nand2_1 (996), o21ai_0 (799)

Cells and area
  • Logic cell area: 30200 um2
  • Area Growth Syn to Fin: 16.0%
  • Layout fillers: 19077
  • Non-filler cells, final: 9231
  • Share of layout cells above drive strength 1: 9.48%
  • Register area: 25600 um2

Global route
  • GRT overflow: 0
  • Initial antenna violation count: 23
  • Global-route wire length before repair: 432000 um
  • Total GRT Usage: 32.2%
  • Largest net degree at the start of global routing: 129
  • Number of global-route vias before repair: 56953

Setup path
  • Worst Path Max Fanout: 22
  • FF-to-FF path depth: 20
  • Reg2Reg Launch Point: register.registers[13][6]$_DFFE_PN0P_
  • Critical Path Start Type: primary input
  • CP Data Arrival Time: 12550 ps
  • Crit path top cell by count: o21ai_0
  • CP Class: primary input to output pin
  • Slowest CP cell: clkdlybuf4s50_1
  • Setup crit end kind: output pin
  • Endpoint of the worst register-to-register path: register.registers[10][31]$_DFFE_PN0P_
  • Crit path cell chain: clkdlybuf4s50_1, or2_2, nor2_4, buf_4, a22o_1, a221oi_1, nand3_1, or4_1, o21ai_0, ha_1, inv_1, a211oi_1, o21ai_0, o21ai_0, a21oi_1, a211oi_1, a21oi_1, or4_1, mux2i_1, o21ai_1, nor2_1, o21ai_0, clkdlybuf4s50_1
  • R2R Setup Slk: 13660 ps
  • Largest stage delay on the critical path: 820 ps
  • Critical Path RT: 16400 ps

Power
  • Worst vdd ir: 86.5 uV
  • Internal cell power: 4570 uW
  • Sequential share of power: 40.9%
  • NetSw: 2740 uW
  • Leakage Power: 0.0287 uW
  • Pwr/cell area: 109 nW/um2
  • Clk pwr share: 30.6%
  • Comb power frac: 28.5%
  • Net Sw Frac: 37.5%

Floorplanning
  • DIE HEIGHT: 441 um
  • Core area: 191000 um2
  • Site row count: 160
  • Pre-Place Util: 30.3%
  • Die ar.: 195000 um2
  • # IOs: 163
  • Die W: 441 um

Status
  • Outcome: finished, final reports clean

Min path
  • Worst Hold Class: register to register
  • Worst Hold Endpoint: register.registers[19][13]$_DFFE_PN0P_
  • Hold path cells: 2
  • HP Start: register.registers[19][13]$_DFFE_PN0P_

Flow run
  • # Max-Cap Violations: 0
  • Tool Warnings: 111
[critical path, delay by kind of cell]
kind	cells	cell delay [ps]
multiplexers	1	140
AND-OR/OR-AND	11	3090
AND/OR/NAND/NOR	6	2460
adder cells (fa/ha/maj)	1	450
buffers and inverters	4	2250
[sequential cells by signal, indices dropped and copies added, names as in the netlist]
register	flops
register.registers	992
mem_addr_I	32
[final cells by class]
cell class	instances	area share [%]
multi-input combinational	4924	45.0
inverter	123	0.688
tap	2511	4.68
sequential	1024	38.2
clock buffer	162	5.02
timing repair buffer	416	5.30
clock inverter	49	1.04
antenna	22	0.0821
[per-stage QoR]
stage	instance area (um2)	util (%)	power, uW
6_report	67100	35.2	7320
5_1_grt	67100	35.1	7640
4_1_cts	67000	35.1	7230
3_5_place_dp	63000	33.0	5010
3_3_place_gp	63000	33.0	4990
2_1_floorplan	57800	-	4050
[power by group through the flow]
stage                 sequential (uW)  clock [uW]  combinational (uW)
final                            2990        2240                2090
after global routing             3040        2310                2280
after CTS                        2970        2240                2030
[layer usage]
layer | wire, um | vias to the layer above | track usage [%] | share of wire, %
met3 | 54100 | 1520 | 21.3 | 18
met5 | 697 | - | 2.73 | 0.23
li1 | - | 24396 | - | -
met1 | 107000 | 28472 | 37.9 | 35
met2 | 123000 | 5013 | 43.6 | 40
met4 | 24400 | 41 | 18.6 | 7.9
[cell families (layout without fill, tap and decap cells)]
family,Yosys count,after routing
XOR/XNOR,109,109
flip-flops,1024,1024
AND-OR/OR-AND,2480,2480
adder cells (fa/ha/maj),166,166
other,0,22
buffers and inverters,711,750
multiplexers,73,73
AND/OR/NAND/NOR,2096,2096
[worst max-delay path by stage]
stage,startpoint,slack [ps],end,cells after the start
after CTS,mem_rdata_I[0],4260,mem_addr_D[31],25
after global routing,mem_rdata_I[0],3790,mem_addr_D[31],25
final,mem_rdata_I[0],3850,mem_addr_D[31],23
[placed cells by master, fill, tap and decap left out, drive strengths merged, types with 17 or more instances in the layout]
cell type | synthesis | layout
a211oi | 20 | 20
a21o | 45 | 45
a21oi | 413 | 413
a221oi | 182 | 182
a222oi | 37 | 37
a22o | 180 | 180
a22oi | 536 | 536
a31oi | 51 | 51
and2 | 17 | 17
and3 | 28 | 28
buf | 81 | 259
clkbuf | 507 | 162
clkdlybuf4s50 | 0 | 157
clkinv | 1 | 25
dfrtp | 1024 | 1024
diode | 0 | 22
ha | 161 | 161
inv | 122 | 126
mux2 | 42 | 42
mux2i | 31 | 31
nand2 | 997 | 997
nand2b | 29 | 29
nand3 | 178 | 178
nand4 | 116 | 116
nor2 | 464 | 464
nor2b | 37 | 37
nor3 | 81 | 81
o211ai | 25 | 25
o21a | 27 | 27
o21ai | 804 | 804
o21bai | 22 | 22
o221ai | 18 | 18
o22ai | 23 | 23
or3 | 33 | 33
or4 | 37 | 37
xnor2 | 68 | 68
xor2 | 41 | 41
Power and IR drop assume default switching activity.
