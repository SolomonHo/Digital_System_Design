<file path="./design.v">
module shift_add_mul(
    clk,
    rst_n,
    start,
    in_A,
    in_B,
    out_data,
    ready
    );
    input clk;
    input rst_n;
    input start;
    input [31:0] in_A, in_B;
    output reg [63:0] out_data;
    output reg ready;
    reg [63:0] prod_rem;
    reg [31:0] A_temp;
    reg [5:0] count;
    always @(posedge clk or negedge rst_n) begin
        if (!rst_n) count <= 5'd0;
        else if (start) count <= 5'd0;
        else if (count < 5'd31) count <= count + 5'd1;
        else if (count == 5'd31) count <= 5'd0;
    end
    always @(posedge clk or negedge rst_n) begin
        if (!rst_n) prod_rem <= 64'd0;
        else if (start) prod_rem <= {32'd0, in_B};
        else if (count < 5'd31) begin
            if (prod_rem[0]) prod_rem <= ({{1'b0, prod_rem[63:32]} + {1'b0, A_temp}, prod_rem[31:0]} >> 1'b1);
            else prod_rem <= prod_rem >> 1;
        end
        else if (count == 5'd31) prod_rem <= 64'd0;
    end
    always @(posedge clk or negedge rst_n) begin
        if (!rst_n) A_temp <= 32'd0;
        else if (start) A_temp <= in_A;
        else if (count == 5'd31) A_temp <= 32'd0;
    end
    always @(posedge clk or negedge rst_n) begin
        if (!rst_n) ready <= 1'b0;
        else if (start) ready <= 1'b0;
        else if (count == 5'd31) ready <= 1'b1;
    end
    always @(posedge clk or negedge rst_n) begin
        if (!rst_n) out_data <= 64'd0;
        else if (start) out_data <= 64'd0;
        else if (count == 5'd31) out_data <= prod_rem;
    end
endmodule
</file>
<file path="./run.sh">
#!/bin/bash
# OpenROAD 26Q1-2900-gdf79404cd8, Yosys 0.63+post, stock flow scripts
make -C /OpenROAD-flow-scripts/flow DESIGN_CONFIG=/design/flow/config.mk WORK_HOME=/design/flow/orfs finish
</file>
<file path="./config.mk">
export PLATFORM = sky130hd
export DESIGN_NAME = shift_add_mul
export DESIGN_NICKNAME = shift_add_mul
export VERILOG_FILES = /design/flow/design.v
export SDC_FILE = /design/flow/constraint.sdc
export NUM_CORES = 4
export LEC_CHECK = 1
export CORE_UTILIZATION = 40
</file>
<file path="./constraint.sdc">
current_design shift_add_mul

set clk_period 10.2
set clk_io_pct 0.2

create_clock -name clk0 -period $clk_period [get_ports {clk}]

set non_clock_inputs [all_inputs -no_clocks]
set_input_delay [expr $clk_period * $clk_io_pct] -clock clk0 $non_clock_inputs
set_output_delay [expr $clk_period * $clk_io_pct] -clock clk0 [all_outputs]
</file>
==> results.toml <==
# implementation run metrics
[critical_path]
worstSetupStartpointType = "input port"
worstPathCellList = "buf_6, a211o_1, nor2_1, buf_4, a221o_2, or3_1"
worst-path-buf-inv = 2
cp_top_family = "buffers and inverters"
worst_path_max_delay_cell = "buf_6"
crit_path_end_kind = "flip-flop"
critPathArrivalTime_ns = 4.03
slowest_delay_ns = 0.53
crit_path_max_fanout = 119
crit_type = "input port to flip-flop"
worstPathRequired_ns = 10.50

[placement]
place_hpwl_microns = 14000
gp_congestion = 0.917
io_buffers = 131
place_ws_ns = 6.03

[sta]
fin_skew_ns = 0.0127
tns_ns = 0
worstMarginPinSlew_ns = 0.773
clock.fmax_mhz = 268
hold_viol = 0
fin_crit_sh = 0.365
setup_viol = 0
setup_ws_ns = 6.47
rsz0062_at_grt = "false"
slew_headroom = 0.485
maxSlewViolCount = 0
period_needed_ns = 3.73

[routing]
drc_errors = 0
top_layer_used = "met4"
ant_nets = 0
vias = 7174
wl_met3_microns = 916
drt-initial-drc-count = 491
dr.pass1.iters = 5
wl_met1_microns = 10100
vias_per_cell = 5.31
wl_per_cell_microns = 15.6
routed_wl_microns = 21100
wl_met2_microns = 9860

[floorplan]
die-area_sq_um = 22100
die_w_microns = 149
ioPinCount = 132
initial_utilization = 0.408
core-area_sq_um = 21000
rows = 53
die_height_microns = 149

[power]
power_w = 0.00167
power.leakage_nw = 4.63
powerDensity_nw_per_um2 = 158
peakVddDrop_uv = 92.8

[flow_run]
warnings = 28
drv_cap = 0

[clocking]
path_clk_slew_ns = 0.07
cts_tree = "yes"
cts-resized-gates = 0
cts_root_buffer = "clkbuf_16"
clock_latency_ns = 0.43
post_cts_buffers = 0
cts_htree_levels = 4
numCtsBuffers = 17
ctsHoldBuffers = 0
cts_buffer_depth = 2
cts_sinks = 167

[global_route]
grt_usage = 0.204
grt_pass1_wl_microns = 35200
grt_overflow = 0
grt_pass1_vias = 6967
grt_max_degree = 120
antenna_found_initial = 0

[cells_and_area]
final_layout_size_suffix_gt1_frac = 0.0540
area_growth_pct = 23.7
fill_cells = 1969
combGateArea_sq_um = 4110
ff_latch_area_sq_um = 4180

[synth]
edf_count = 0
avgSynthCellArea_sq_um = 8.87
top_area_cell = "dfrtp_1"
top_cell_area_share = 0.487
async_flop_share = 1.00
synth_warnings = 1
syn_area_sq_um = 8590
ys_chip_area_sq_um = 8590
area_leaders = "dfrtp_1 49%, nand2_1 11%, o21ai_0 6.6%"
yosysCellCount = 968
postSynthSeqShare = 0.487
ys_ff = 167
netlist_instances = 968
ys_types = 57
ff_type = "dfrtp_1"

[status]
outcome = "completed"

[hold_path]
hold_path_class = "flip-flop to flip-flop"
==> cells in the mapped netlist (2+ instances only) <==
cell,instances
buf_6,4
xor2_1,14
and2_1,3
nand4_1,8
dfrtp_1,167
clkbuf_1,58
nor2_1,33
a22oi_1,51
a211o_1,2
a2bb2oi_1,2
nand3_1,5
nor2b_1,2
ha_1,33
a211oi_1,3
nand2_1,260
xnor2_1,17
nor4_1,2
buf_1,4
a21oi_1,100
a221oi_1,2
and3_1,3
nor3_1,4
a21o_1,12
inv_1,8
a311oi_1,2
o21ai_0,113
a31o_2,2
o21a_1,2
and4_1,3
mux2i_1,7
a31oi_1,4
o211ai_1,4
nand2b_1,2
o21bai_1,8
o21ai_2,2
==> state kept, by name, indices dropped and copies added, names as in the netlist <==
register  count
A_temp       32
prod_rem     64
out_data     64
ready         1
count         6
==> placed cells by master, fill, tap and decap left out, types with 3 or more instances in the layout <==
master	Yosys	routed
nand2_1	260	259
dfrtp_1	167	167
clkdlybuf4s50_1	0	129
o21ai_0	113	113
a21oi_1	100	99
a22oi_1	51	51
nor2_1	33	33
ha_1	33	33
xnor2_1	17	17
clkbuf_16	0	17
xor2_1	14	14
a21o_1	12	12
buf_4	0	10
nand4_1	8	8
inv_1	8	8
o21bai_1	8	8
mux2i_1	7	7
inv_6	0	6
nand3_1	5	5
nor3_1	4	4
o211ai_1	4	4
a31oi_1	4	4
inv_8	0	4
and3_1	3	3
a211oi_1	3	3
and4_1	3	3
clkinvlp_4	0	3
==> routing by layer <==
metal | global-route usage | up-vias
li1 | - | 3584
met1 | 0.326 | 3419
met2 | 0.311 | 158
met3 | 0.0354 | 13
met4 | 0.0222 | 0
met5 | 0 | -
==> kinds of logic (layout without fill, tap and decap cells) <==
kind of cell             count (synthesis)  after routing  synth area share
AND/OR/NAND/NOR                        329            329             0.156
AND-OR/OR-AND                          324            324             0.229
other                                    0              1                 0
flip-flops                             167            167             0.487
XOR/XNOR                                31             31            0.0316
buffers and inverters                   75            181            0.0364
multiplexers                             8              8           0.00947
adder cells (fa/ha/maj)                 34             34            0.0504
==> final timing paths <==
kind                         startpoint            to  slack [ns]  cells past startpoint
max reg2reg                prod_rem[32]  prod_rem[57]        6.98                      9
max                               start  prod_rem[59]        6.47                      6
min reg2reg                       ready         ready        0.51                      2
min                               ready         ready        0.51                      2
max in group asynchronous         rst_n   out_data[1]        6.84                      3
min in group asynchronous         rst_n  out_data[45]        1.64                      1
==> worst reg2reg max path, delay by kind of cell (launching register included) <==
family	cells	cell delay, ns
AND-OR/OR-AND	6	1.93
adder cells (fa/ha/maj)	2	0.65
flip-flops	1	0.41
XOR/XNOR	1	0.16
==> per-stage QoR <==
stage | area [sq um] | hold slack [ns] | utilization | std cells
floorplan | 8590 | 0.442 | - | 968
global route | 10600 | 0.538 | 0.505 | 1349
CTS | 10600 | 0.515 | 0.505 | 1349
global placement | 10100 | 0.489 | 0.478 | 1317
detailed placement | 10100 | 0.495 | 0.478 | 1317
finish | 10600 | 0.507 | 0.505 | 1350
==> power breakdown <==
group	total [W]	internal (W)	switching, W
combinational	0.000304	0.000130	0.000174
clock	0.000623	0.000329	0.000294
sequential	0.000746	0.000704	0.0000421
==> final cells by class <==
type,count,area share
timing repair buffer,141,0.131
inverter,8,0.00283
clock buffer,18,0.0414
antenna,1,0.000236
clock inverter,14,0.0118
sequential,167,0.394
multi-input combinational,726,0.387
tap,275,0.0324
Power and IR drop assume default switching activity.
