[flow/design.v]
module alu_assign(
    ctrl,
    x,
    y,
    carry,
    out  
);
    input  [3:0] ctrl;
    input  [7:0] x;
    input  [7:0] y;
    output       carry;
    output [7:0] out;
    wire signed [8:0] sum, sub;
    wire  [7:0] forw, back;
    assign sum = {x[7], x} + {y[7], y};
    assign sub = {x[7], x} - {y[7], y};
    assign carry = (ctrl == 4'b0000) ? sum[8] :
                   (ctrl == 4'b0001) ? sub[8] : 1'b0;
    assign forw = (ctrl[2:0] == 3'b000) ? sum[7:0] :
                  (ctrl[2:0] == 3'b001) ? sub[7:0] : 
                  (ctrl[2:0] == 3'b010) ? x & y :
                  (ctrl[2:0] == 3'b011) ? x | y : 
                  (ctrl[2:0] == 3'b100) ? ~x :
                  (ctrl[2:0] == 3'b101) ? x ^ y :
                  (ctrl[2:0] == 3'b110) ? ~(x | y) :
                  y << x[2:0];
    assign back = (ctrl[2:0] == 3'b000) ? y >> x[2:0] :
                  (ctrl[2:0] == 3'b001) ? {x[7], x[7:1]} : 
                  (ctrl[2:0] == 3'b010) ? {x[6:0], x[7]} :
                  (ctrl[2:0] == 3'b011) ? {x[0], x[7:1]} : 
                  (ctrl[2:0] == 3'b100) ? (x == y) : 8'd0;
    assign out = ctrl[3] ? back : forw;
endmodule
[flow/run.sh]
#!/bin/bash
# OpenROAD 26Q1-2900-gdf79404cd8, Yosys 0.63+post, stock flow scripts
make -C /OpenROAD-flow-scripts/flow DESIGN_CONFIG=/design/flow/config.mk WORK_HOME=/design/flow/orfs finish
[flow/config.mk]
export PLATFORM = sky130hd
export DESIGN_NAME = alu_assign
export DESIGN_NICKNAME = alu_assign
export VERILOG_FILES = /design/flow/design.v
export SDC_FILE = /design/flow/constraint.sdc
export NUM_CORES = 4
export LEC_CHECK = 1
export CORE_AREA = 10 10 104 104
export DIE_AREA = 0 0 114 114
[flow/constraint.sdc]
current_design alu_assign

set clk_period 6.7
set clk_io_pct 0.2

create_clock -name clk0 -period $clk_period

set non_clock_inputs [all_inputs -no_clocks]
set_input_delay [expr $clk_period * $clk_io_pct] -clock clk0 $non_clock_inputs
set_output_delay [expr $clk_period * $clk_io_pct] -clock clk0 [all_outputs]
==> results.py <==
# Flow results
metrics = {
    "sta": {
        "final_min_period_over_clock_period": 0.846,
        "hold-worst-slack_ns": 3.99,
        "max_clock_freq_mhz": 176,
        "final.setup.tns_ns": 0,
        "hold_viol": 0,
        "period_minus_slack_ns": 5.67,
        "worst_slew_margin": 0.539,
        "worst_pin_slew_ns": 0.690,
        "final_setup_violation_count": 0,
        "rsz0062_at_grt": "false",
        "max_slew_violation_total_from_the_final_report": 0,
    },
    "finish": {
        "register_area_um2": 0,
        "fillers": 962,
        "sequential_cell_total": 0,
        "area_growth_syn_to_layout_pct": 14.0,
        "final_layout_size_suffix_gt1_frac": 0.0705,
        "layout.clock_buffers": 0,
        "layout.cell_area.non_filler_mm2": 0.00246,
    },
    "setup_path": {
        "worst_setup_path_start_kind": "primary input",
        "critPathRequiredTime_ns": 5.36,
        "worstSetupEndpointType": "output pin",
        "critPathMaxFanout": 19,
        "critPathKind": "in2out",
        "critical_path.slowest_cell": "sky130_fd_sc_hd__clkdlybuf4s50_1",
        "worstPathCellList": "clkdlybuf4s50_1, buf_4, ha_1, inv_1, fa_1, nand2b_1, a21oi_1, nor3_1, or2_2, a221oi_1, clkdlybuf4s50_1",
        "cp_data_arrival_time_ns": 4.33,
        "critical_path.max_stage_delay_ns": 0.53,
        "cpMostUsedCell": "sky130_fd_sc_hd__clkdlybuf4s50_1",
    },
    "run_status": {
        "status": "complete, no violations",
    },
    "clock_network": {
        "ctsHoldBuffers": 0,
        "post-cts-setup-buffers": 0,
        "cts-resized-gates": 0,
    },
    "power": {
        "peakVddDrop_mv": 0.0217,
        "p_leak_nw": 0.979,
        "power_density_mw_per_mm2": 76.5,
    },
    "yosys": {
        "mappedNetlistArea_mm2": 0.00216,
        "top_cell": "sky130_fd_sc_hd__nor2_1",
        "synth-cells-yosys": 302,
        "avgSynthCellArea_um2": 7.14,
        "postSynthCellCount": 302,
        "netlist.top_cell.by_area": "sky130_fd_sc_hd__ha_1",
        "synth.yosys.chip_area_mm2": 0.00216,
        "synthesis.yosys.warnings": 0,
        "synth-seq-area-share": 0,
        "largest_cells_by_area_after_synthesis": "sky130_fd_sc_hd__ha_1, sky130_fd_sc_hd__mux4_2, sky130_fd_sc_hd__o21ai_0",
        "synth.lib_cells_used.distinct": 57,
        "synthDominantCellAreaShare": 0.139,
        "netlist_top_cells_count": "sky130_fd_sc_hd__nor2_1, sky130_fd_sc_hd__o21ai_0, sky130_fd_sc_hd__inv_1",
    },
    "drt": {
        "ant_nets": 0,
        "route.vias.total": 2372,
        "drt_first_iter_violations": 232,
        "routed_wirelength_mm": 7.82,
        "detail_route.antenna_diodes": 0,
        "drc_errors": 0,
        "wire_per_inst_um": 18.6,
        "avgViaCountPerCell": 5.65,
        "drtPass1Iterations": 5,
    },
    "run": {
        "cap_violations": 0,
        "log.warning_count": 48,
    },
    "die": {
        "die_boundary_width_um": 114,
        "floorplan.core_util": 0.249,
        "chip_area_mm2": 0.0130,
        "core.rowCount": 34,
        "placeableCoreArea_mm2": 0.00868,
        "die_h_um": 114,
        "num_io_pins": 29,
    },
    "place": {
        "count_of_buffers_from_port_buffering": 29,
        "placed_area_mm2": 0.00246,
        "final_hpwl_dp_mm": 6.10,
        "gpl.final_weighted_congestion": 0.989,
    },
    "grt": {
        "overflow": 0,
        "global_route_wire_length_before_repair_mm": 12.8,
        "first_global_vias": 2288,
        "antenna_found_initial": 0,
        "grtUsageTotal": 0.120,
        "grt_max_degree": 27,
    },
    "worst_hold_path": {
        "min_to": "out[2]",
        "hold_path_depth": 5,
        "worstHoldStart": "ctrl[2]",
        "timing.hold.worst.class": "in2out",
    },
}
how the worst max path moves through the flow:
stage             to  depth (start not counted)  start
CTS           out[4]                         11   x[0]
global route  out[7]                         10   y[3]
finish        out[4]                         11   x[0]
per-stage QoR:
stage / setup slack (ns) / cells / util / power (mW)
after global routing: 0.739 / 420 / 0.283 / 0.208
after CTS: 0.981 / 420 / 0.283 / 0.187
after floorplan: 2.30 / 302 / - / 0.125
after global placement: 1.04 / 420 / 0.283 / 0.187
after detailed placement: 1.01 / 420 / 0.283 / 0.186
final: 1.03 / 420 / 0.283 / 0.188
worst max-delay path: cells and delay by family:
family          cells  cell delay, ns
simple gates        3            0.53
buf+inv             4            1.32
compound gates      2            0.46
fa+ha+maj           2            0.67
layer usage:
metal	up-vias	track usage	wire length, µm
li1	1138	-	-
met1	1087	0.170	3340
met3	19	0.0207	715
met4	0	0.0317	214
met5	-	0	0
met2	128	0.183	3540
cells by family (layout without fill, tap and decap cells):
| kind of cell | Yosys count | count (layout) | share of synthesized area |
|---|---|---|---|
| adder cells (fa/ha/maj) | 26 | 26 | 0.158 |
| AND-OR/OR-AND | 105 | 105 | 0.324 |
| XOR/XNOR | 9 | 9 | 0.0365 |
| multiplexers | 22 | 22 | 0.167 |
| buffers and inverters | 51 | 61 | 0.123 |
| AND/OR/NAND/NOR | 89 | 89 | 0.191 |
cell usage in the layout, fill, tap and decap left out, types with 3 or more instances in the layout:
| cell | Yosys | layout |
|---|---|---|
| sky130_fd_sc_hd__nor2_1 | 33 | 33 |
| sky130_fd_sc_hd__clkdlybuf4s50_1 | 0 | 29 |
| sky130_fd_sc_hd__o21ai_0 | 26 | 26 |
| sky130_fd_sc_hd__inv_1 | 25 | 25 |
| sky130_fd_sc_hd__ha_1 | 24 | 24 |
| sky130_fd_sc_hd__nand2_1 | 20 | 20 |
| sky130_fd_sc_hd__a21oi_1 | 19 | 19 |
| sky130_fd_sc_hd__mux2i_1 | 9 | 9 |
| sky130_fd_sc_hd__xnor2_1 | 9 | 9 |
| sky130_fd_sc_hd__mux4_2 | 7 | 7 |
| sky130_fd_sc_hd__a22oi_1 | 7 | 7 |
| sky130_fd_sc_hd__o22ai_1 | 7 | 7 |
| sky130_fd_sc_hd__nand2b_1 | 7 | 7 |
| sky130_fd_sc_hd__nor3_1 | 6 | 6 |
| sky130_fd_sc_hd__a221oi_1 | 6 | 6 |
| sky130_fd_sc_hd__nand3_1 | 6 | 6 |
| sky130_fd_sc_hd__buf_4 | 2 | 6 |
| sky130_fd_sc_hd__o211ai_1 | 5 | 5 |
| sky130_fd_sc_hd__a211oi_1 | 5 | 5 |
| sky130_fd_sc_hd__o221ai_1 | 3 | 3 |
| sky130_fd_sc_hd__a2111oi_0 | 3 | 3 |
| sky130_fd_sc_hd__or2_2 | 3 | 3 |
| sky130_fd_sc_hd__mux4_1 | 3 | 3 |
| sky130_fd_sc_hd__a21o_1 | 3 | 3 |
| sky130_fd_sc_hd__mux2_2 | 3 | 3 |
layout make-up:
type                       count  area, µm²  share of cell area
multi-input combinational    251       1890               0.769
tap                          108        135              0.0549
inverter                      26       97.6              0.0397
timing repair buffer          35        335               0.136
where the power goes:
| group | internal, mW | switching [mW] |
|---|---|---|
| Combinational | 0.0859 | 0.102 |
| Clock | 0 | 0 |
| Sequential | 0 | 0 |
| Total | 0.0859 | 0.102 |
No activity file was given, so power comes from the tool's default toggle rates.
