--- /design/flow/run.sh ---
#!/bin/bash
# OpenROAD 26Q1-2900-gdf79404cd8, Yosys 0.63+post, stock flow scripts
make -C /OpenROAD-flow-scripts/flow DESIGN_CONFIG=/design/flow/config.mk WORK_HOME=/design/flow/orfs finish
--- /design/flow/config.mk ---
export PLATFORM = sky130hd
export DESIGN_NAME = GSIM
export DESIGN_NICKNAME = GSIM
export VERILOG_FILES = /design/flow/design.v
export SDC_FILE = /design/flow/constraint.sdc
export NUM_CORES = 4
export LEC_CHECK = 1
export CORE_UTILIZATION = 30
--- /design/flow/constraint.sdc ---
current_design GSIM

set clk_period 33.9
set clk_io_pct 0.2

create_clock -name clk0 -period $clk_period [get_ports {clk}]

set non_clock_inputs [all_inputs -no_clocks]
set_input_delay [expr $clk_period * $clk_io_pct] -clock clk0 $non_clock_inputs
set_output_delay [expr $clk_period * $clk_io_pct] -clock clk0 [all_outputs]
--- /design/flow/design.v ---
`timescale 1ns/10ps
module GSIM ( clk, reset, in_en, b_in, out_valid, x_out);
    input   clk ;
    input   reset ;
    input   in_en;
    output  out_valid;
    input   [15:0]  b_in;
    output  [31:0]  x_out;
    parameter INIT = 2'b00, ITERATE = 2'b01, OUTPUT = 2'b10, DONE = 2'b11;
    reg [1:0] state, next_state;
    reg signed [15:0] B [0:15];
    reg signed [31:0] x [0:15];
    reg [3:0] out_index, b_cnt, i;
    reg [6:0] iter_cnt;
    reg signed [31:0] scd, thrd, forth;
    reg signed [31:0] xi;
    reg signed [37:0] extend;  
    reg signed[36:0] test1, test2;
    reg [1:0] run;
    always @(*) begin
        case (state)
            INIT: next_state = (b_cnt >= 4'd4) ? ITERATE : INIT; 
            ITERATE: next_state = (iter_cnt != 7'd85) ? ITERATE : OUTPUT;
            OUTPUT : next_state = (out_index != 4'd15) ? OUTPUT : DONE;
            default: next_state = INIT;
        endcase
    end
    always @(posedge clk or posedge reset) begin
        if (reset) begin
            state <= 2'b00;
        end
        else begin
            state <= next_state;
        end
    end
    always @(posedge clk) begin
        if (in_en) begin
            B[b_cnt] <= b_in;
        end 
    end
    always@(posedge clk or posedge reset) begin
        if (reset) begin
            iter_cnt <= 7'd0;
        end
        else if (i == 4'd15 && run == 2'd3) begin
            iter_cnt <= iter_cnt + 7'd1;
        end
    end
    assign out_valid = (state == OUTPUT) ? 1'b1 : 1'b0;
    assign x_out = (state == OUTPUT) ? x[out_index] : 32'd0; 
    function signed [31:0] mult13;
        input signed [31:0] x;
        reg signed [35:0] temp;
        begin
            temp = (x <<< 3) + (x <<< 2) + x;
            mult13 = temp;
        end 
    endfunction
    function signed [31:0] mult6;
        input signed [31:0] x;
        reg signed [34:0] temp;
        begin
            temp = (x <<< 2) + (x <<< 1);
            mult6 = temp;
        end 
    endfunction
    always @(*) begin
        if (i == 0) begin
            scd = x[i+1];
        end
        else if (i == 15) begin
            scd = x[i-1];
        end 
        else begin
            scd = x[i+1] + x[i-1];
        end
    end
    always @(*) begin
        if (i < 2) begin
            thrd = x[i+2];
        end
        else if (i > 13) begin
            thrd = x[i-2];
        end  
        else begin
            thrd = x[i+2] + x[i-2];
        end
    end
    always @(*) begin
        if (i < 3) begin
            forth = x[i+3];
        end
        else if (i > 12) begin
            forth = x[i-3];
        end 
        else begin
            forth = x[i+3] + x[i-3];
        end
    end
    always @(posedge clk or posedge reset) begin
        if (reset) begin
            test1 <= 37'd0;
            test2 <= 37'd0;
            extend <= 38'd0;
        end 
        else if (state == ITERATE) begin 
            test1 <= $signed({B[i], 16'd0}) + scd * 13;
            test2 <= forth - thrd * 6;  
            extend <= test1 + test2; 
            xi <= extend / 20;  
        end
    end  
    integer j;
    always @(posedge clk or posedge reset) begin
        if (reset) begin
            for (j = 0; j < 16; j = j+1)
                x[j] <= 32'd0;
        end
        else begin
            if (in_en && state == INIT) begin
                x[b_cnt] <= {b_in, 16'd0};   
            end
            else if (state == ITERATE && iter_cnt != 7'd85) begin
                x[i] <= xi;  
            end
        end
    end
    always@(posedge clk or posedge reset) begin
        if (reset) begin
            b_cnt <= 4'd0;
        end
        else if (in_en) begin
            b_cnt <= b_cnt + 1;
        end
    end
    always@(posedge clk or posedge reset) begin
        if (reset) begin
            i <= 4'd0;
        end
        else if (b_cnt == 4'd4 && in_en) begin
            i <= 4'd0;
        end
        else if (run == 2'd3) begin
            i <= i + 4'd1;
        end
    end
    always@(posedge clk or posedge reset) begin
        if (reset) begin
            run <= 2'd0;
        end
        else if (b_cnt == 4'd4 && in_en) begin
            run <= 2'd0;
        end
        else begin
            run <= run + 2'd1;
        end
    end
    always@(posedge clk or posedge reset) begin
        if (reset) begin
            out_index <= 4'd0;
        end
        else if (state == OUTPUT) begin
            out_index <= out_index + 4'd1;
        end
    end
endmodule
==> flow_summary.ini <==
; synthesis and place-and-route metrics
[placed_design]
io_buffers = 51
dp_hpwl_um = 347000
routabilityCongestion = 1.16

[final_timing]
worst_slew_pin_slew_ns = 1.34
period_used_pct = 46.4
final_hold_viol_count = 0
period_minus_slack_ns = 15.71
fmax_mhz = 63.6
rsz0062_at_grt = false
fin_setup_tns_ns = 0
clock_skew_ns = 0.0791
hold_ws_ns = 0.433
setup_viol = 0
final_max_slew_viol_count = 0
relSlewSlack_pct = 9.84

[global_routing]
use_met2_pct = 52.3
grt_pass1_wl_um = 713000
grt_pass1_vias = 80100
grt_max_degree = 99
overflow = 0
use_met1_pct = 48.9
use_met3_pct = 26.3
grt.busiest_layer = met2
antenna_found_initial = 67
grt_use_total_pct = 40.9

[setup_path]
ff2ff_path_depth = 45
ff2ff_setup_slack_ns = 18.19
cpPeakStageDelay_ns = 0.87
r2r-end = xi[18]
crit_top_cell = or4_1
worst_ep_arrival_time_ns = 16.19
crit_required_ns = 34.38
crit_path_max_fanout = 17
cp_top_family = simple AND/OR/NAND/NOR gates
reg2reg_from = extend[15]
start_kind = flop
crit_path_end_kind = flop
crit_type = reg2reg
crit_buf_inv = 1
slowest_stage = or4_1

[final_layout]
synthToLayoutAreaGrowth_pct = 10.8
lay_top_cells = a21oi_1 (888), nand2_1 (869), nor2_1 (792), a22oi_1 (692), dfrtp_1 (642)
n_fill_cell = 25919
fin_util_pct = 33.4
mi_logic_area_sq_um = 47800
drive_above_1_share_pct = 12.2
layout_top_cell = a21oi_1
regArea_sq_um = 24900

[logic_synthesis]
ff_type = dfrtp_1
ys_seq_share_pct = 31.8
ys_ff = 937
netlist_instances = 9426
syn_avg_cell_area_sq_um = 8.30
postSynth.asyncResetShare_pct = 69.3
yosys-stat-cells = 9426
yosysWarningCount = 2
yosys-stat-area_sq_um = 78200
synth-edff-count = 288
synthesis.area_sq_um = 78200
synth.distinct_cells = 115

[clocking]
cts.sinks = 937
cts_buffer_depth = 3
ctsResizeCount = 0
cts_tree = built
cts-buffers-inserted = 110
cts-root-buf = clkbuf_16
postCtsSetupBuffers = 0
postCtsHoldBufs = 0
clk_pin_slew_ns = 0.06
clk_latency_ns = 0.83
ctsHtreeMaxLevel = 3

[route]
route.detailed.drc = 0
drtIter0Drc = 14053
dr.pass1.iters = 14
avgRoutedWirePerCell_um = 42.8
wl_um = 533000
vias = 86905
antenna_left = 0
viasPerCell = 6.99

[run]
maxCapViolCount = 0
warnings = 44

[hold_path]
hold-path-cell-count = 1
worst_hold_startpoint = run[0]
holdPathEnd = run[0]
worstHoldPathType = reg2reg

[floorplan]
coreArea_sq_um = 259000
chip_area_sq_um = 263000
floorplan.core_util_pct = 30.1
die_h_um = 513
io_pins = 52
die-width_um = 513
rows = 187

[outcome]
outcome = finished clean
## cell families after synthesis
| family | Yosys count | share of synthesized area, % |
|---|---|---|
| buffers and inverters | 1562 | 8.13 |
| muxes | 279 | 4.99 |
| adders and majority gates | 408 | 7.04 |
| and+or+nand+nor | 2457 | 13.7 |
| DFF | 937 | 31.8 |
| AOI/OAI and AO/OA | 3487 | 31.0 |
| xor gates and xnor gates | 296 | 3.34 |
## final cells by class
class | count | area share, %
Timing Repair Buffer | 552 | 4.98
Antenna cell | 77 | 0.222
Tap cell | 3402 | 4.91
Multi-Input combinational cell | 6927 | 55.2
Sequential cell | 937 | 28.8
Inverter | 340 | 1.48
Clock inverter | 56 | 0.842
Clock buffer | 146 | 3.63
## registers in the layout, indices dropped and copies added, names as in the netlist, 4 cells and up
name,cells
x,512
iter_cnt,7
test2,37
B,256
extend,38
test1,37
out_index,4
i,4
xi,32
state,4
b_cnt,4
## per-stage QoR
step	setup slack (ns)	instance area, sq um	cells
finish	18.19	86600	12437
floorplan	8.94	78200	9426
global placement	18.18	82500	12158
detailed placement	18.41	82500	12158
CTS	18.35	86400	12360
global route	17.08	86500	12382
## synth_stat cells, types with 33 or more instances
cell type | n | area share [%]
nand2_1 | 877 | 4.2
nor3_1 | 118 | 0.76
and3_1 | 103 | 0.82
nand4_1 | 96 | 0.77
buf_2 | 53 | 0.34
xnor2_1 | 213 | 2.4
buf_1 | 207 | 0.99
a21o_1 | 68 | 0.65
a22o_1 | 241 | 2.7
clkbuf_2 | 135 | 0.86
nand3_1 | 178 | 1.1
mux2i_1 | 123 | 1.6
inv_1 | 338 | 1.6
a31oi_1 | 37 | 0.30
mux2_2 | 73 | 1.1
clkbuf_1 | 765 | 3.7
nand2b_1 | 34 | 0.27
a21oi_1 | 888 | 5.7
buf_4 | 56 | 0.54
ha_1 | 347 | 5.6
fa_1 | 55 | 1.4
a41oi_1 | 100 | 1.1
dfrtp_1 | 648 | 21
a221oi_1 | 282 | 3.2
nor2_1 | 891 | 4.3
and2_1 | 35 | 0.28
o21bai_1 | 78 | 0.75
a222oi_1 | 135 | 1.7
edfxtp_1 | 288 | 11
mux4_2 | 81 | 2.3
xor2_1 | 81 | 0.91
o21ai_0 | 578 | 3.7
o22ai_1 | 33 | 0.26
a22oi_1 | 692 | 6.6
## worst reg2reg max path: cells and delay by family (launching register included)
family	cells	cell delay [ns]
multiplexers	1	0.16
AND-OR/OR-AND	21	5.73
adder cells (fa/ha/maj)	2	0.43
buffers and inverters	1	0.21
flip-flops	1	0.45
AND/OR/NAND/NOR	20	8.49
## worst max-delay path by stage
stage	cells past startpoint	endpoint	slack (ns)	start
after CTS	44	xi[30]	18.35	extend[15]
final	45	xi[18]	18.19	extend[15]
after global routing	45	xi[18]	17.08	extend[15]
## routing by layer
metal | routed length [um] | share of wire (%)
met5 | 3800 | 0.71
met4 | 48800 | 9.2
met3 | 87800 | 16
met2 | 202000 | 38
met1 | 190000 | 36
