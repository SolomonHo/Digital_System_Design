==> design.v <==
module register_file(
    Clk  ,
    WEN  ,
    RW   ,
    busW ,
    RX   ,
    RY   ,
    busX ,
    busY
);
input        Clk, WEN;
input  [2:0] RW, RX, RY;
input  [7:0] busW;
output reg [7:0] busX, busY;
reg [7:0] r0_w, r1_w, r2_w, r3_w, r4_w, r5_w, r6_w, r7_w;
reg [7:0] r0_r, r1_r, r2_r, r3_r, r4_r, r5_r, r6_r, r7_r;
always @(*) begin
    r0_r = r0_w;
    r1_r = r1_w;
    r2_r = r2_w;
    r3_r = r3_w;
    r4_r = r4_w;
    r5_r = r5_w;
    r6_r = r6_w;
    r7_r = r7_w;
end
always@(*) begin
    r0_w = 8'd0;
end
always@(*) begin
    case (RX) 
        3'b001: busX = r1_r;
        3'b010: busX = r2_r;
        3'b011: busX = r3_r;
        3'b100: busX = r4_r;
        3'b101: busX = r5_r;
        3'b110: busX = r6_r;
        3'b111: busX = r7_r;
        default: busX = r0_r;
    endcase
end
always@(*) begin
    case (RY) 
        3'b001: busY = r1_r;
        3'b010: busY = r2_r;
        3'b011: busY = r3_r;
        3'b100: busY = r4_r;
        3'b101: busY = r5_r;
        3'b110: busY = r6_r;
        3'b111: busY = r7_r;
        default: busY = r0_r;
    endcase
end
always@(posedge Clk) begin
    if (WEN) begin
        case (RW) 
            3'b001: r1_w <= busW;
            3'b010: r2_w <= busW;
            3'b011: r3_w <= busW;
            3'b100: r4_w <= busW;
            3'b101: r5_w <= busW;
            3'b110: r6_w <= busW;
            3'b111: r7_w <= busW;
            default: r0_w <= 8'd0;
        endcase 
    end 
    else begin
        case (RW) 
            3'b001: r1_w <= r1_r;
            3'b010: r2_w <= r2_r;
            3'b011: r3_w <= r3_r;
            3'b100: r4_w <= r4_r;
            3'b101: r5_w <= r5_r;
            3'b110: r6_w <= r6_r;
            3'b111: r7_w <= r7_r;
            default: r0_w <= 8'd0;
        endcase 
    end
end	
endmodule
==> run.sh <==
#!/bin/bash
# OpenROAD 26Q1-2900-gdf79404cd8, Yosys 0.63+post, stock flow scripts
make -C /OpenROAD-flow-scripts/flow DESIGN_CONFIG=/design/flow/config.mk WORK_HOME=/design/flow/orfs finish
==> config.mk <==
export PLATFORM = sky130hd
export DESIGN_NAME = register_file
export DESIGN_NICKNAME = register_file
export VERILOG_FILES = /design/flow/design.v
export SDC_FILE = /design/flow/constraint.sdc
export NUM_CORES = 4
export LEC_CHECK = 1
export CORE_UTILIZATION = 30
==> constraint.sdc <==
current_design register_file

set clk_period 2.1
set clk_io_pct 0.2

create_clock -name clk0 -period $clk_period [get_ports {Clk}]

set non_clock_inputs [all_inputs -no_clocks]
set_input_delay [expr $clk_period * $clk_io_pct] -clock clk0 $non_clock_inputs
set_output_delay [expr $clk_period * $clk_io_pct] -clock clk0 [all_outputs]
==> Slide: Implementation Results <==
Synthesis and Place & Route Summary

Final timing
  • Min Clock Period, post-route: approximately 2100 ps
  • Maximum operating frequency: ~500 MHz
  • Max-slew violation total from the final report: 0
  • Post-Route Hold Slack: roughly 800 ps
  • Total of endpoints with negative setup slack in the final report: 0
  • Setup repair after global routing missed its margin: false
  • Portion of the clock cycle consumed by the worst path in the final layout: a little over nine tenths
  • Endpoints failing hold: 0
  • Transition at the pin with the smallest max-transition slack: 357 ps
  • Relative slew slack: 76.1%
  • Smallest setup slack after layout: approximately 46 ps

Layout
  • Filler cell count: about 750
  • Layout overhead on the synthesized area: 43.1%
  • Fraction of layout instances using a drive strength above 1: a little under half

Clock network
  • Clock H-tree levels: 2
  • Buffer cell driving the clock tree root: clkbuf_8
  • Number of hold-repair buffers added at the cts stage: 0
  • Longest Clk Path Bufs: 2
  • Clock slew seen by the registers of the worst setup and hold paths: 90 ps
  • TritonCTS Buffers: 5
  • CTS tree: built
  • Sink count of the clock tree: between 50 and 60

GRT
  • Maximum number of pins on one net before global-route repair: 16
  • Final global-route overflow total: 0
  • Global-route usage over all layers: roughly 15%
  • Wire length of the first global-routing pass: between 10000 and 15000 um
  • Via count of the first global-routing pass: between 1500 and 2000
  • Antenna violations before repair: 0

Place
  • Port bufs: 34
  • Routability congestion estimate from global placement: roughly 0.86
  • Pre-CTS WS: -631 ps
  • Placed wire-length estimate: between 4000 and 5000 um

Power and ir drop
  • Peak supply drop: about 0.00026 V
  • Internal power of the cells: 1750 uW
  • Portion of total power attributed to combinational logic: between 10% and 20%
  • Leakage power of the design: 0.00150 uW
  • Net switching power of the design: roughly 500 uW
  • Total power density per cell area: ~570 nW/um^2
  • Power share of the clock group: a little under a quarter
  • Sequential group share of total power: between 50 and 60%
  • Sw Share: between 20% and 30%

Synth
  • Top cell type by instance count after synthesis: edfxtp_1
  • Synthesized netlist cell count: ~180
  • Post-synthesis area per instance: ~15 um^2
  • List of most frequent post-synthesis cells: edfxtp_1 (56), mux2i_1 (23), a221oi_1 (18), nor2b_1 (9)
  • Yosys reg bits: around 56
  • Share of the synthesized area in the top cell type: just over 60%
  • Seq share, synth: 60.8%
  • Top flip-flop cell by instance count after synthesis: edfxtp_1
  • Post-synthesis instance area: around 2800 um^2
  • Post-synth area from yosys stat: 2770 um^2
  • Post-synth EDFFs: roughly 56
  • Synth Warn #: 1
  • Leading area contributor after synthesis: edfxtp_1
  • Synth top area cells: edfxtp_1 (61%), mux2i_1 (8.3%), a221oi_1 (5.7%)
  • Netlist cell types: 27
  • Number of cells in Yosys stat: between 150 and 200
  • Asr flop ratio synth: 0%

Floorplanning
  • Vertical die size: around 98 um
  • Area of the die: approximately 9600 um^2
  • Num rows: 34
  • Floorplan core density: 31.4%
  • I/O pin cnt: 35
  • Horizontal die dimension: around 98 um
  • Std-Cell Core Area: roughly 8800 um^2

Drt
  • Via density per instance: 5.07
  • Drt initial violations: slightly above 70
  • Number of search-and-repair iterations in the first detailed-routing pass: 15
  • Remaining design rule violation count: 0
  • Detailed-route wire length: 6730 um
  • Via total after detailed routing: 1910
  • Final antenna diode count: 0
  • Number of nets with antenna violations after detailed routing: 0
  • Average detailed-routed wire length per instance: 17.9 um

Setup path
  • Crit start category: input port
  • Largest driver fanout on the critical path: 5
  • Element type at the critical path end: primary output
  • Endpoint arrival time on the critical path: around 1600 ps
  • Required time worst endpoint: roughly 1700 ps
  • Critical path type: input port to primary output

Job
  • Max capacitance violation total: 0
  • OpenROAD warning count: 25

Hold path
  • Hold path depth: 1
  • Hold EP: r3_w[1]
  • Class of the worst hold path: input port to flop
  • Worst min-delay path startpoint: busW[1]

Status
  • Run status: finished, final reports clean
## power by group through the flow
| stage | Sequential (uW) | Clock, uW | Combinational (uW) |
|---|---|---|---|
| 4_1_cts | 1280 | 546 | 413 |
| 5_1_grt | 1290 | 585 | 464 |
| 6_report | 1290 | 536 | 430 |
## state kept, by name, indices dropped and copies added, names as in the netlist
| register | cells |
|---|---|
| r1_w | 8 |
| r2_w | 8 |
| r3_w | 8 |
| r4_w | 8 |
| r5_w | 8 |
| r6_w | 8 |
| r7_w | 8 |
## cells by family (layout without fill, tap and decap cells)
group	Yosys count	count (layout)	share of synthesized area (%)
multiplexers	40	40	16.3
flip-flops	56	56	60.8
AND/OR/NAND/NOR	28	28	5.65
AND-OR/OR-AND	39	39	13.0
buffers and inverters	16	106	4.25
## layout make-up
cell class	instances	area, um^2	share of cell area (%)
tap	108	135	3.41
timing repair buffer	97	896	22.6
sequential	56	1680	42.5
clock buffer	7	76.3	1.93
inverter	1	3.75	0.0948
clock inverter	1	3.75	0.0948
multi-input combinational	107	1160	29.4
## metal layers
| layer | up-vias | global-route usage (%) | wire [um] |
|---|---|---|---|
| li1 | 913 | - | - |
| met1 | 922 | 23.2 | 3060 |
| met2 | 69 | 22.0 | 3050 |
| met3 | 6 | 6.03 | 567 |
| met4 | 0 | 1.05 | 56 |
| met5 | - | 0 | 0 |
## repair_timing
action	in CTS	in global routing
hold endpoints to repair	0	0
pin swaps	21	11
setup endpoints to repair	16	10
buffers inserted	24	3
cloned	1	0
gates resized	92	17
## layout by cell type (no fill, tap or decap), drive strengths merged, types with 3 or more instances in the layout
cell            n
buf            73
a211oi          7
nand2           3
dlygate4sd2     7
edfxtp         56
clkbuf          8
nand2b          5
mux2i          23
nor2b           9
nor2            6
a221oi         23
a311oi          7
clkdlybuf4s50  12
mux2           16
clkdlybuf4s15   3
## worst max path at each step
stage                  from      end  slack [ps]  depth (start not counted)
final                 RX[1]  busX[2]          50                          7
after global routing  RX[1]  busX[2]           2                          7
after CTS             RX[1]  busX[2]         0.9                          7
## worst max-delay path: stages
cell and delay [ps]:
buf_4 130, buf_12 130, buf_6 120, mux2_4 300
a221oi_4 240, a221oi_2 60, dlygate4sd2_1 240
## metrics by stage
step	utilization [%]	setup TNS (ps)	std cells	area (um^2)	power, uW
2_1_floorplan	-	0	179	2770	1460
3_3_place_gp	39.0	-9440	342	3440	1650
3_5_place_dp	39.0	-9200	342	3440	1650
4_1_cts	44.1	0	375	3880	2240
5_1_grt	45.0	0	377	3960	2340
6_report	45.0	0	377	3960	2250
Power figures rest on the tool's default switching activity, not on a simulated workload.
